## flow/run.sh

```bash
#!/bin/bash
# OpenROAD 26Q1-2900-gdf79404cd8, Yosys 0.63+post, stock flow scripts
make -C /OpenROAD-flow-scripts/flow DESIGN_CONFIG=/design/flow/config.mk WORK_HOME=/design/flow/orfs finish
```

## flow/config.mk

```make
export PLATFORM = sky130hd
export DESIGN_NAME = memory_game_top
export DESIGN_NICKNAME = memory_game_top
export VERILOG_FILES = /design/flow/design.v
export SDC_FILE = /design/flow/constraint.sdc
export NUM_CORES = 4
export LEC_CHECK = 1
export CORE_AREA = 10 10 83 83
export DIE_AREA = 0 0 93 93
```

## flow/constraint.sdc

```tcl
current_design memory_game_top

set clk_period 1.5
set clk_io_pct 0.2

create_clock -name clk0 -period $clk_period [get_ports {clk}]

set non_clock_inputs [all_inputs -no_clocks]
set_input_delay [expr $clk_period * $clk_io_pct] -clock clk0 $non_clock_inputs
set_output_delay [expr $clk_period * $clk_io_pct] -clock clk0 [all_outputs]
```

## flow/design.v

```verilog
`timescale 1ns / 1ps
module address_counter (
    input wire clk,
    input wire guess_submitted,
    output reg [3:0] addr
);
    always @(posedge clk) begin
        if (guess_submitted) begin
            if (addr == 9) begin
                addr <= 0;  
            end else begin
                addr <= addr + 1;  
            end
        end
    end
endmodule
`timescale 1ns / 1ps
module bram_init (
    input wire clk,
    input wire [3:0] addr,
    output reg [3:0] data_out
);
    reg [3:0] bram [0:9];  
    initial begin
        bram[0] = 4'b1010;
        bram[1] = 4'b0110;
        bram[2] = 4'b1100;
        bram[3] = 4'b0011;
        bram[4] = 4'b1001;
        bram[5] = 4'b0101;
        bram[6] = 4'b1111;
        bram[7] = 4'b0000;
        bram[8] = 4'b1011;
        bram[9] = 4'b0111;
    end
    always @(posedge clk) begin
        data_out <= bram[addr];
    end
endmodule
`timescale 1ns / 1ps
module feedback (
    input wire clk,
    input wire [3:0] player_guess,
    input wire [3:0] bram_data,
    input wire guess_submitted,
    output reg led0,  
    output reg led1   
);
    always @(posedge clk) begin
        if (guess_submitted) begin
            if (player_guess == bram_data) begin
                led0 <= 1;  
                led1 <= 0;
            end else begin
                led0 <= 0;
                led1 <= 1;  
            end
        end else begin
            led0 <= 0;
            led1 <= 0;
        end
    end
endmodule
`timescale 1ns / 1ps
module memory_game_top (
    input wire clk,
    input wire [3:0] switches,
    input wire btn0,
    output wire led0,
    output wire led1
);
    wire [3:0] player_guess;
    wire guess_submitted;
    wire [3:0] bram_data;
    wire [3:0] addr;
    bram_init bram (
        .clk(clk),
        .addr(addr),
        .data_out(bram_data)
    );
    player_input input_module (
        .clk(clk),
        .switches(switches),
        .btn0(btn0),
        .player_guess(player_guess),
        .guess_submitted(guess_submitted)
    );
    feedback feedback_module (
        .clk(clk),
        .player_guess(player_guess),
        .bram_data(bram_data),
        .guess_submitted(guess_submitted),
        .led0(led0),
        .led1(led1)
    );
    address_counter counter (
        .clk(clk),
        .guess_submitted(guess_submitted),
        .addr(addr)
    );
endmodule
`timescale 1ns / 1ps
module player_input (
    input wire clk,
    input wire [3:0] switches,
    input wire btn0,
    output reg [3:0] player_guess,
    output reg guess_submitted
);
    always @(posedge clk) begin
        if (btn0) begin
            player_guess <= switches;  
            guess_submitted <= 1;     
        end else begin
            guess_submitted <= 0;
        end
    end
endmodule
```

==> run notes <==
flow finished, numbers: status finished clean, root buffer cell clkbuf_8, Die Width 93 um, Antenna Nets Post-Route 0, Leakage Power around 0.00031 uW, drt total wl 961 um, gpl congestion ~0.8, fin crit period around 1300 ps, Avg WL per Cell 7.51 um, Post-CTS Resized 0, Core Area slightly above 0.005 mm^2, Worst EP arrival 1000 ps, PwrDens 1170 mW/mm^2, worst-margin pin slew 252 ps, yosys warns 4, Total GRT Usage 0.0243, HP Class reg2reg, hpwl dp 736 um, fin crit share 0.868, final setup violating endpoints 0, reg2reg path depth 5, Unique cell types 17, register share after synthesis 0.613, Worst Path Class, Setup reg2out, Max Slew Vio Count 0, row cnt 26, via/cell ratio between 2 and 3, Final Instance Area 818 um^2, synthesized area 621 um^2, area delta synth->final 31.9%, fp_density 0.121, vias 342, YS chip area 621 um^2, Ports 8, Worst-path clk slew 60 ps, grt ovf 0, placed cell area 773 um^2, Gate Area 220 um^2, Non-Filler Instances 128, Clock Tree Buf Depth 2, hold path depth 0, initial antenna violation count 0, Die Ht 93 um, CP max stage delay 460 ps, global-route wire length before repair ~1.7 mm, port bufs 7, Clock Sinks 15, total die size roughly 0.0086 mm^2, worst-skew pair later-pin latency 240 ps, Worst Path Required between 1000 and 1500 ps, #FFs+latches synth 15, CTS tree done, Worst path slowest cell clkdlybuf4s50_1, share of post-route cells with drive strength above 1 0.0690, tool warning count 29, DR iter-0 viols 33, TritonCTS Buffers 3, startpoint types register, RSZ-0062 raised after global routing false, Max-Cap Viols 0, TritonRoute pass-1 iters 4, Stages on worst setup path 1, Reg area 380 um^2, Worst Path Max Fanout 1, Fmax 768 MHz, largest net degree at the start of global routing 9, final antenna diode count 0, ys cells 48, post-route DRC violation count 0, crit end category output port, fillcell total 592, Final Skew roughly 1.2 ps, Relative slew margins 0.832, DP Cell Count ~120, H-tree depth 1, cell family with most CP delay buffers and inverters, syn avg cell area 12.9 um^2, CTS Hold Bufs 0, Fin Setup TNS 0 ps, vias in the first global route 363, # Post-CTS Setup Buffers 0, Cells after Synth 48, peak supply drop around 260 uV, CP Buf/Inv Count 1, Fin. Hold Viols 0, worst path cell trace clkdlybuf4s50_1
Yosys cell counts (all sizes together):
| master | count | area share |
|---|---|---|
| a21o | 1 | 0.012 |
| ha | 5 | 0.10 |
| xnor2 | 1 | 0.014 |
| nor3b | 1 | 0.012 |
| dfxtp | 7 | 0.23 |
| nor4 | 1 | 0.020 |
| nor2 | 3 | 0.018 |
| nor2b | 1 | 0.010 |
| and2 | 1 | 0.010 |
| edfxtp | 8 | 0.39 |
| mux2i | 3 | 0.048 |
| nand2b | 2 | 0.020 |
| o21ai | 1 | 0.0081 |
| xor2 | 4 | 0.056 |
| buf | 1 | 0.0081 |
| inv | 4 | 0.024 |
| nand2 | 4 | 0.024 |
power breakdown:
group / internal [uW] / total, uW / switching, uW
sequential: 488 / 526 / 38.2
clock: 188 / 315 / 128
combinational: 71.0 / 120 / 49.1
total: 747 / 961 / 215
sequential cells by signal, summed over array words and instances, names as in the netlist:
register and count:
input_module.guess_submitted 1, bram.data_out 4, feedback_module.led1 1, counter.addr 4, feedback_module.led0 1, input_module.player_guess 4
final timing paths:
check	end	slack, ps	startpoint
max	led1	200	feedback_module.led1
min reg2reg	counter.addr[1]	560	input_module.guess_submitted
max reg2reg	counter.addr[0]	230	counter.addr[1]
min	counter.addr[1]	560	input_module.guess_submitted
cell families after synthesis:
family                     count (synthesis)  synth area share
muxes                                      3            0.0484
AOI/OAI and AO/OA                          2            0.0202
buffers and inverters                      5            0.0322
xor gates and xnor gates                   5            0.0706
adders and majority gates                  5             0.101
and+or+nand+nor                           13             0.115
DFF                                       15             0.613
layout make-up:
cell class,count,share of cell area
multi-input cells,28,0.269
flip-flops and latches,15,0.465
well taps,70,0.107
inverters,4,0.0183
clock buffers,4,0.0550
repair buffers,7,0.0856
routing by layer:
layer / GRT usage / vias up / share of wire
met5: 0 / - / 0
met4: 0.00771 / 0 / 0.017
met3: 0.0162 / 4 / 0.095
met2: 0.0350 / 9 / 0.44
met1: 0.0285 / 154 / 0.44
li1: - / 175 / -
metrics by stage:
step / hold slack, ps / util / total power, uW / worst slack [ps]
after floorplan: 328 / - / 612 / 361
after global placement: 556 / 0.150 / 654 / 280
after detailed placement: 550 / 0.150 / 657 / 241
after CTS: 568 / 0.159 / 978 / 179
after global routing: 592 / 0.159 / 1030 / 119
final: 559 / 0.159 / 961 / 197
placed cells by master, fill, tap and decap left out, drive strengths merged:
master / synthesis / layout
xnor2: 1 / 1
and2: 1 / 1
ha: 5 / 5
clkbuf: 0 / 4
xor2: 4 / 4
nor2b: 1 / 1
edfxtp: 8 / 8
nor3b: 1 / 1
nand2b: 2 / 2
inv: 4 / 4
nor2: 3 / 3
a21o: 1 / 1
nand2: 4 / 4
mux2i: 3 / 3
o21ai: 1 / 1
nor4: 1 / 1
dfxtp: 7 / 7
clkdlybuf4s50: 0 / 7
No activity file was given, so power comes from the tool's default toggle rates.
